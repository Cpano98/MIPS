## ./config.mk

```make
export PLATFORM = sky130hd
export DESIGN_NAME = alu_z
export DESIGN_NICKNAME = alu_z
export VERILOG_FILES = /design/flow/design.v
export SDC_FILE = /design/flow/constraint.sdc
export NUM_CORES = 4
export LEC_CHECK = 1
export CORE_UTILIZATION = 50
export SYNTH_HDL_FRONTEND = slang
```

## ./constraint.sdc

```tcl
current_design alu_z

set clk_period 24.9
set clk_io_pct 0.2

create_clock -name clk0 -period $clk_period

set non_clock_inputs [all_inputs -no_clocks]
set_input_delay [expr $clk_period * $clk_io_pct] -clock clk0 $non_clock_inputs
set_output_delay [expr $clk_period * $clk_io_pct] -clock clk0 [all_outputs]
```

## ./design.v

```verilog
module alu_z(
	input logic [31:0] Read_data_1,
	input logic [31:0] mux_alu_src,
	input logic [3:0] control_input,
	output logic zero,
	output logic [31:0] alu_output
);
always_comb alu_output = (control_input==0) ? Read_data_1 & mux_alu_src :
						 (control_input==1) ? Read_data_1 | mux_alu_src :
						 (control_input==2) ? Read_data_1 + mux_alu_src :
						 (control_input==6) ? Read_data_1 - mux_alu_src :
						 (control_input==7) & ($signed(Read_data_1) < $signed(mux_alu_src)) ? 32'h00000001:
						 (control_input==7) & ~($signed(Read_data_1) < $signed(mux_alu_src)) ? 32'h00000000:
						 (control_input==12) ? ~(Read_data_1 | mux_alu_src) :
						 1'bx;
always_comb zero = (alu_output==0) ? 1'b1:1'b0;
endmodule
```

## ./run.sh

```bash
#!/bin/bash
# OpenROAD 26Q1-2900-gdf79404cd8, Yosys 0.63+post, stock flow scripts
make -C /OpenROAD-flow-scripts/flow DESIGN_CONFIG=/design/flow/config.mk WORK_HOME=/design/flow/orfs finish
```

==> ci_impl_report.md <==
## Implementation flow summary

| Metric | Value |
|---|---|
| Die ar. | 12030 um^2 |
| Ys Warns | 0 |
| Routability cong. | 1.028 |
| GRT Residual Overflow | 0 |
| # clk buffers | 0 |
| Met3 usage | a little under a tenth |
| HPWL after DPL | 17.74 mm |
| Crit end category | output port |
| Setup violations, final | 0 |
| Yosys Instances | 923 |
| Cycle use final | 59.58% |
| Leak | 2.957 nW |
| Floorplan core density | 52.35% |
| Minimum hold slack | 11200 ps |
| Post-Route WL | 22.33 mm |
| Yosys aoi share | about two fifths |
| Drt via density | 6.542 |
| I/O pins | about 100 |
| Number of max-cap violations | 0 |
| Stage-log warning count | between 90 and 100 |
| Register Area | 0 um^2 |
| Met1 Usage GRT | 57.69% |
| Area share, top type | between 20 and 25% |
| Adder Area Share | 21.40% |
| I/O Buffers | 101 |
| Met2 Use GR | 51.08% |
| Max frequency | about 67 MHz |
| DP Worst Slack | 10150 ps |
| Util after Layout | 61.83% |
| GRT Overall Usage | 37.51% |
| Fillers | 996 |
| Relative slew slack | 38.07% |
| Synth top cells by count | a21oi_1 (99), inv_1 (98), ha_1 (96) |
| Starting DRT DRC Count | 739 |
| Vias | around 7300 |
| Critical Path Max Stage Delay | 510 ps |
| Hold/Removal Path Class | primary input to output port |
| Simple-gate area share of the yosys netlist | 26.08% |
| Worst Path Arrival | around 9900 ps |
| Crit Path Class | primary input to output port |
| Pwr/cell area | 22.64 nW/um^2 |
| First-pass GRT wire length | 34.38 mm |
| RSZ-0062 raised after global routing | no |
| Die Width | 109.7 um |
| Largest net degree at the start of global routing | just under 70 |
| Fraction of layout cells with a size suffix above 1 | under 10% |
| Crit-path max FO | 7 |
| Crit path DRT | ~20000 ps |
| Vias in the first global route | 6397 |
| Count leader, synth | a21oi_1 |
| Area leader, netlist | ha_1 |
| Die Y | 109.7 um |
| Logic family by area | AND-OR/OR-AND gates |
| WL/cell | approximately 20 um |
| Outcome | finished, final reports clean |
| Max VDD drop | about 13 uV |
| Setup crit start kind | primary input |
| Inserted Diodes | 0 |
| Final max-slew violation count | 0 |
| Syn avg cell area | 6.283 um^2 |
| Gate Area | 5236 um^2 |
| Site row count | 38 |
| Resized cells post-CTS | 0 |
| Grt peak-use layer | met1 |
| Setup ws final | 10060 ps |
| Core area | between 10000 and 15000 um^2 |
| Post-route setup TNS | 0 ps |
| Seq share, synth | 0% |
| Critical-path cell list | clkdlybuf4s50_1 -> inv_1 -> ha_1 -> fa_1 -> or2_1 -> a211o_1 -> nor3b_2 -> nor4_1 -> a211oi_4 -> o21a_1 -> nor2_1 -> or4_1 -> or4_1 -> nor3_1 -> and4bb_1 -> clkdlybuf4s50_1 |
| DRT Pass-1 Iters | 5 |
| Gate Count Post-Synth | 923 |
| Cell variety after synth | 78 |
| Post-synthesis cell area | ~5800 um^2 |
| CTS Hold Bufs | 0 |
| Tmin final | around 15000 ps |
| Area grow syn2layout | 18.10% |
| Critical path's slowest cell | or4_1 |
| Xor+xnor area frac | under 10% |
| Setup repair bufs after CTS | 0 |
| # DRC | 0 |
| Number of nets with antenna violations after routing | 0 |
| Fin. Hold Viols | 0 |
| Cell area leaders | ha_1 (21%), a21oi_1 (8.5%), inv_1 (6.3%), nor2_1 (6.1%), nand2_1 (5.9%) |
| Proportion of synthesized area in mux cells | 1.381% |
| Worst-margin pin slew | 926.7 ps |
| Antenna violations before repair | 0 |
| YS chip area | 5799 um^2 |
| Registers | 0 |
-- power breakdown --
part	internal, mW	switching (mW)
sequential	0	0
clock	0	0
combinational	0.0644	0.0906
total	0.0644	0.0906
-- metal layers --
metal	part of all wire, %	vias up
met5	0	-
met4	2.6	0
met3	13	59
met2	39	485
met1	46	3286
li1	-	3484
-- critical path: cells and delay by family --
family | cells | cell delay, ps
compound gates | 3 | 880
fa+ha+maj | 2 | 660
buf+inv | 3 | 1020
simple gates | 8 | 2300
-- path summary, 6_finish.rpt --
check	to	start	slack (ps)	cells after the start
max	zero	Read_data_1[0]	10060	16
min	alu_output[3]	control_input[1]	11200	4
-- cell usage in the layout, fill, tap and decap left out, drive strengths merged, types with 14 or more instances in the layout --
cell	instances
clkdlybuf4s50	100
a21oi	99
inv	98
ha	96
nor2	95
nand2	91
o21ai	57
nor3	28
nor2b	18
a211oi	16
o211ai	14
a221oi	14
-- cell families (layout without fill, tap and decap cells) --
logic type                 Yosys count  after routing
AOI/OAI and AO/OA                  336            336
and+or+nand+nor                    315            315
buffers and inverters              153            208
adders and majority gates           98             98
xor gates and xnor gates            13             13
muxes                                8              8
-- layout make-up --
| type | instances | share of cell area [%] |
|---|---|---|
| inverters | 99 | 5.426 |
| well taps | 140 | 2.558 |
| multi-input cells | 770 | 76.45 |
| repair buffers | 109 | 15.56 |
-- stage by stage --
step / power (mW) / instance area, um^2 / cells
floorplan: 0.09386 / 5799 / 923
global placement: 0.1481 / 6849 / 1118
detailed placement: 0.1497 / 6849 / 1118
CTS: 0.1507 / 6849 / 1118
global route: 0.1685 / 6849 / 1118
finish: 0.1551 / 6849 / 1118
Power figures rest on the tool's default switching activity, not on a simulated workload.
