<file path="flow/config.mk">
export PLATFORM = sky130hd
export DESIGN_NAME = registers
export DESIGN_NICKNAME = registers
export VERILOG_FILES = /design/flow/design.v
export SDC_FILE = /design/flow/constraint.sdc
export NUM_CORES = 4
export LEC_CHECK = 1
export CORE_UTILIZATION = 50
export SYNTH_HDL_FRONTEND = slang
</file>
<file path="flow/constraint.sdc">
current_design registers

set clk_period 15.3
set clk_io_pct 0.2

create_clock -name clk0 -period $clk_period [get_ports {clk}]

set non_clock_inputs [all_inputs -no_clocks]
set_input_delay [expr $clk_period * $clk_io_pct] -clock clk0 $non_clock_inputs
set_output_delay [expr $clk_period * $clk_io_pct] -clock clk0 [all_outputs]
</file>
<file path="flow/design.v">
module registers(
	input logic clk,
	input logic rst,
	input logic RegWrite,
	input logic [4:0] Read_register_1,
	input logic [4:0] Read_register_2,
	input logic [4:0] Write_register,
	input logic [31:0] Write_data,
	output logic [31:0] Read_data_1,
	output logic [31:0] Read_data_2
);
	integer i;
	logic [31:0] memory_array [0:31];
	always_ff @(posedge clk)
		begin
			if (rst)
				for(i = 0; i <= 31; i = i+1)
					memory_array[i] <= 0;
			else if (RegWrite)
				memory_array[Write_register] <= Write_data;
		end
	always_comb 
		begin
			Read_data_1 = memory_array[Read_register_1];
			Read_data_2 = memory_array[Read_register_2];
		end
endmodule
</file>
<file path="flow/run.sh">
#!/bin/bash
# OpenROAD 26Q1-2900-gdf79404cd8, Yosys 0.63+post, stock flow scripts
make -C /OpenROAD-flow-scripts/flow DESIGN_CONFIG=/design/flow/config.mk WORK_HOME=/design/flow/orfs finish
</file>
==> run notes <==
Numbers from the implementation run.

The flow ran to the end, and the final reports show no timing, DRC or antenna violations. The type of the worst setup path is in -> out. The DRC violation total left in the routed layout is recorded as 0. The net switching share of the total power is around a quarter. The detailed-routed wire length on met3 is 29510 um.

The number of global-route vias before repair was roughly 40000. STA classifies the critical path startpoint as a primary input. The register with the most flip-flops in the layout has 1024 of them. The die area is between 100000 and 150000 um2. The number of buffers created by CTS is approximately 120.

The power dissipated by switching net loads is approximately 0.0017 W. In this run the standard cell core region covers 111300 um2. The worst-case IR drop observed on VDD is roughly 0.094 mV.

The final weighted congestion in routability-driven placement is ~0.90. The pin slew with the least headroom to its limit is around 0.9 ns. For this block, the initial DRC count from the detailed router was roughly 2600. The number of buffers inserted by post-CTS setup repair is 0. Counting every instance in the synthesized netlist gives 4640. The number of instances resized during post-cts repair is 0. The total track usage is 37.82%.

The sink count of the clock tree is 1024. The worst min-delay path endpoint is memory_array[24][12]$_SDFFCE_PN0P_. The wire length of the first global-routing pass is about 280000 um. Counting endpoints that fail hold in the final report gives 0.

The vertical die dimension is ~340 um. The met2 routed wirelength is 87840 um. In the per-layer summary, the met1 wirelength comes to 69870 um. The leakage power figure is approximately 24 nW.

The dominant cell type by count on the critical path is buf_4. The number of levels the H-tree was split into is 3. On the reported timing paths, the clock transition at the registers reads approximately 0.05 ns. The number of nets still failing antenna checks after routing is 0. STA classifies the critical path endpoint as an output port. The x dimension of the die is 338.1 um. Combinational logic burns around an eighth of the power. The largest net degree at the start of global routing is between 90 and 100. The detailed router reported a total wirelength of slightly below 200000 um. The cell internal power dissipation is 0.005043 W.

The global-route congestion overflow total is 0. The number of optimization iterations in the first detailed-route pass is 6. Looking at the clock tree report, the root buffer type is clkbuf_16.

The largest register by flop count is memory_array. The longest individual stage delay on the worst path is between 0.6 and 0.7 ns. As logged by OpenROAD, the buffers inserted on ports number roughly 110. Summing over the stages, the warning tally comes to 26.

Per the post-synthesis stats, the area per cell is about 12 um2. The peak clock frequency supported by timing is roughly 0.1 GHz. TritonCTS built the clock tree. The most common logic cells in the final layout are 1024 x mux2i_1, 1024 x and2_1, 1024 x edfxtp_1, 193 x nand2_1, 193 x nand3_1.

The area growth from synthesis to layout is 9.980%. For this sky-water flow run, the detailed-routed wirelength per cell is reported as 31.92 um. Per the detail_route report, vias per standard cell equal 6.169.

The worst path required time is around 12 ns. According to the Yosys statistics, the synthesized design has a chip area of 56470 um2. On the critical path, the stage with the largest delay is an instance of buf_4. The class of the tightest hold or removal check is in -> reg. Per the synthesis report, the number of distinct cell types is 31. The sum of negative setup slack is 0 ns.

The post-detailed-placement half-perimeter wirelength is between 100000 and 150000 um. The buffer depth of the longest clock path is 3. The register area share after synthesis is between 50% and 60%. Per the hold report, the tightest min-delay path originates at Write_data[12]. The initial antenna violation count is 7. The data arrival time reported for the critical path is approximately 7.0 ns.

The worst hold path cell count is 2. In the final layout, the registers with the most flip-flops are memory_array x1024. The number of violations of the max-capacitance limit is 0. The count of buffer and inverter cells on the critical path is 5.

The filler cells instantiated in the layout total 8918. Setup repair after global routing left no endpoint under its margin. The cell area that synthesis handed to floorplanning was about 56000 um2. The share of cells above drive strength 1 is 8.741%. After layout, the minimum clock period comes to approximately 10 ns. The cell family contributing the most delay on the critical path is buffers and inverters.

The clock network power share is 39.1%. The final number of max-transition violations is 0. The final report gives the core utilization as 55.81%. The power density normalized to cell area is 109.1 nW/um2.

Yosys reported a register bit count of approximately 1000. Row generation in the floorplan step produced between 100 and 150 rows. The initial core utilization is between 50% and 60%. In this run, flip-flops and latches consume between 40 and 50% of the power. Measured against its own limit, the worst slew margin works out to around 40%. The detailed router used layers up to and including met5.

The number of buffers added to fix hold violations after cts is 0. The synth_stat.txt file lists the number of cells as between 4000 and 5000. The fraction of the cycle the final worst path needs is around 66%.

For reference, the critical path cell chain is buf_8 -> buf_4 -> buf_4 -> buf_12 -> mux2i_1 -> a22o_1 -> nor3_1 -> a31oi_1 -> nand3_1 -> clkdlybuf4s50_1. For this block, the via count after detailed routing is around 38000. Along the worst path, the maximum fanout reaches between 70 and 80. The count of synthesis-stage warnings from yosys is 0.

From the final report, the count of setup violators was given as 0. The number of top-level design ports is around 110.
## through the flow
step	cells	setup WS [ns]	instance area, um2	hold slack (ns)	total power [W]
floorplan	4640	8.125	56470	3.258	0.003826
global placement	5954	5.336	58530	3.783	0.004167
detailed placement	5954	5.309	58530	3.784	0.004173
CTS	6167	5.312	62100	3.041	0.006799
global route	6168	5.112	62100	3.087	0.006980
finish	6169	5.213	62100	3.069	0.006777
## area by class of cell
| cell class | instances | area [um2] | area share [%] |
|---|---|---|---|
| sequential | 1024 | 30750 | 49.51 |
| multi-input combinational | 3168 | 23470 | 37.79 |
| clock buffer | 140 | 3057 | 4.922 |
| timing repair buffer | 274 | 2450 | 3.945 |
| tap | 1488 | 1862 | 2.998 |
| clock inverter | 73 | 511.7 | 0.8240 |
| antenna | 2 | 5.005 | 0.008059 |
## worst max-delay path by stage
stage / endpoint / depth (start not counted) / slack [ns] / from
final: Read_data_1[31] / 10 / 5.21 / Read_register_1[1]
after global routing: Read_data_1[4] / 10 / 5.11 / Read_register_1[1]
after CTS: Read_data_2[14] / 9 / 5.31 / Read_register_2[0]
## per-layer routing
layer | global-route usage [%] | vias up
met5 | 1.787 | -
met4 | 13.83 | 16
met3 | 23.21 | 485
met2 | 54.28 | 2200
met1 | 48.49 | 18490
li1 | - | 16870
## logic make-up (layout without fill, tap and decap cells)
| family | count (synthesis) | count (layout) | share of synthesized area, % |
|---|---|---|---|
| muxes | 1024 | 1024 | 18.15 |
| AOI/OAI and AO/OA | 576 | 576 | 6.949 |
| DFF | 1024 | 1024 | 54.45 |
| buffers and inverters | 448 | 487 | 4.338 |
| and+or+nand+nor | 1568 | 1568 | 16.11 |
| other | 0 | 2 | 0 |
## synth_stat cells, drive strengths merged
cell type / instances / area (um2)
nor2b: 4 / 25.02
clkbuf: 259 / 1070
nand2b: 5 / 31.28
a21oi: 192 / 960.9
and2: 1026 / 6419
nand2: 196 / 738.2
or3b: 2 / 22.52
nor2: 36 / 275.3
nor3: 64 / 320.3
a22oi: 192 / 1441
a22o: 128 / 1121
buf: 189 / 1380
nand3: 194 / 983.4
edfxtp: 1024 / 30750
or2: 34 / 212.7
mux2i: 1024 / 10250
and2b: 1 / 7.510
or3: 2 / 17.52
a31oi: 64 / 400.4
nand3b: 4 / 42.54
## power by group through the flow
stage	sequential [W]	combinational [W]	clock, W
6_report	0.00331	0.000818	0.00265
5_1_grt	0.00333	0.000864	0.00279
4_1_cts	0.00331	0.000807	0.00268
Power is estimated from default activity; no workload was simulated.
