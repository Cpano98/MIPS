`design/flow/config.mk`:
```
export PLATFORM = sky130hd
export DESIGN_NAME = alu_MIP
export DESIGN_NICKNAME = alu_MIP
export VERILOG_FILES = /design/flow/design.v
export SDC_FILE = /design/flow/constraint.sdc
export NUM_CORES = 4
export LEC_CHECK = 1
export CORE_UTILIZATION = 40
export SYNTH_HDL_FRONTEND = slang
```
`design/flow/constraint.sdc`:
```
current_design alu_MIP

set clk_period 19.3
set clk_io_pct 0.2

create_clock -name clk0 -period $clk_period

set non_clock_inputs [all_inputs -no_clocks]
set_input_delay [expr $clk_period * $clk_io_pct] -clock clk0 $non_clock_inputs
set_output_delay [expr $clk_period * $clk_io_pct] -clock clk0 [all_outputs]
```
`design/flow/run.sh`:
```
#!/bin/bash
# OpenROAD 26Q1-2900-gdf79404cd8, Yosys 0.63+post, stock flow scripts
make -C /OpenROAD-flow-scripts/flow DESIGN_CONFIG=/design/flow/config.mk WORK_HOME=/design/flow/orfs finish
```
`design/flow/design.v`:
```
module alu_MIP (
    input logic [3:0] ALUOp,
    input logic [31:0] a,b,
    output logic [31:0] out,
    output logic zero
);
logic [31:0] case_ALU;
always_comb begin : ALU
    case (ALUOp)
        4'b0000 : case_ALU = a & b;
        4'b0001 : case_ALU = a | b;
        4'b0010 : case_ALU = a + b;
        4'b0110 : case_ALU = a - b;
        4'b0111 : case_ALU = (a < b) ? 32'h0000_0001 : 32'h0000_0000;
        default: case_ALU = 32'hzzzz_zzzz;
    endcase
end
always_comb begin
    zero <= (case_ALU == '0) ? 1 : 0;
    out <= case_ALU;
end
endmodule
```
==> reports/metrics.cfg <==
[routing]
first_iter_violations=614
routedWlPerCell_um=19.0
drt_pre_antenna_iters=5
n_antenna_cell=0
via_per_inst=6.08
drc=0
vias=6669
final_antenna_net_count=0
wl_um=20800

[final_layout]
nFillCells=1360
layout_top_cells=103 x inv_1, 103 x a21oi_1, 102 x ha_1
seq_cell_count=0
drive_above_1_share_pct=4.02
seq_area_um2=0
stdcell_count=1096
syn_to_final_growth_pct=18.9
clock_buffers=0

[grt]
grt_usage_pct=28.4
grt_pass1_wl_um=32200
grt_pass1_vias=5905
antenna_found_initial=0
grt_max_degree=29
grt_overflow=0

[job]
log.warning_count=102
drv_cap=0

[synthesis]
syn_inst=862
netlist_area_um2=5590
yosysUniqueCellTypes=79
ys_area_um2=5590
yosys.stat.seqShare_pct=0
syn_area_per_cell_um2=6.49
ys_warn_count=0
ys_cells=862

[sta]
setup_viol=0
maxSlewViolCount=0
timing.hold.ws_ns=8.99
max_freq_mhz=78.2
tns_ns=0
slew_headroom_pct=46.7
post-route-period-util_pct=66.2
fin_crit_ns=12.78
tightest_slew_ns=0.793
hold_viol_final=0
rsz0062_at_grt=false

[critical_path]
startpoint_type=input pin
path_cells=clkdlybuf4s50_1, inv_1, ha_1, inv_1, a21oi_1, a31oi_1, a211oi_2, nor2b_1, o21a_1, o32a_1, or4b_1, nor4_2, nand4bb_1, nor4_2, clkdlybuf4s50_1
worstPathArrival_ns=8.92
critPathMaxStageDelay_ns=0.58
critPathKind=in -> out
required_ns=15.44
crit_buf_inv=4
cp_slowest_cell=ha_1
critical-path-top-delay-family=AND-OR/OR-AND gates
crit_fanout=12
critPathCaptureType=output pin

[outcome]
outcome=finished, final reports clean

[floorplan]
die-height_um=120
core_area_um2=13500
die_w_um=120
fp_util_pct=41.6
ios=101
fp.dieArea_um2=14500
rows=42

[clocking]
post_cts_resized=0
cts-hold-fix-buffers=0
cts_setup_buffers=0

[power_and_ir_drop]
p_comb_share_pct=100.0
ir_worst_vdd_v=0.0000125
p_int_mw=0.0818
power_frac_seq_pct=0
pwr_density_cell_nw_per_um2=29.2
p_sw_share_pct=57.8
clock_power_share_pct=0
p_leak_nw=2.96
p_switching_mw=0.112
total_power_mw=0.194

[place]
dp_hpwl_um=16700
gp_congestion=0.949
io_buffer_count=101
placedCellCount=1096

[min_path]
hp-class=in -> out

-- per-layer routing --
metal	part of all wire, %	global-route usage [%]
met1	48	43.7
met2	42	42.6
met3	7.7	3.18
met4	2.1	5.63
met5	0	0
-- power by group through the flow --
stage         Clock (mW)  Combinational [mW]  Sequential [mW]
CTS                    0               0.191                0
global route           0               0.212                0
finish                 0               0.194                0
-- metrics by stage --
step / instance area [µm²] / setup WS [ns] / utilization [%]
detailed placement: 6650 / 6.55 / 49.4
floorplan: 5590 / 8.72 / -
global placement: 6650 / 6.52 / 49.4
CTS: 6650 / 6.51 / 49.4
finish: 6650 / 6.52 / 49.4
global route: 6650 / 6.31 / 49.4
-- kinds of logic after synthesis --
| family | count (synthesis) | synth area share [%] |
|---|---|---|
| AOI/OAI and AO/OA | 309 | 38.1 |
| and+or+nand+nor | 280 | 24.7 |
| buffers and inverters | 152 | 10.9 |
| adders and majority gates | 104 | 23.5 |
| xor gates and xnor gates | 14 | 2.19 |
| muxes | 3 | 0.559 |
-- Yosys cell counts (5+ instances only) --
| library cell | number | area [µm²] |
|---|---|---|
| nor2_1 | 92 | 345 |
| clkbuf_1 | 35 | 131 |
| inv_1 | 103 | 387 |
| a211oi_1 | 12 | 90.1 |
| a21o_1 | 11 | 82.6 |
| a221o_1 | 6 | 60.1 |
| o21ai_0 | 41 | 205 |
| a221oi_1 | 8 | 70.1 |
| xnor2_1 | 14 | 123 |
| a41oi_1 | 5 | 43.8 |
| o22ai_1 | 5 | 31.3 |
| nand2b_1 | 11 | 68.8 |
| or3_1 | 14 | 87.6 |
| o2111ai_1 | 5 | 43.8 |
| nand2_1 | 60 | 225 |
| o21bai_1 | 9 | 67.6 |
| and3_1 | 6 | 37.5 |
| nand3_1 | 16 | 80.1 |
| o31ai_1 | 12 | 90.1 |
| nor4_1 | 10 | 62.6 |
| nor2b_1 | 8 | 50.1 |
| o211ai_1 | 9 | 67.6 |
| nor3_1 | 26 | 130 |
| a21oi_1 | 103 | 515 |
| nand4_1 | 6 | 37.5 |
| ha_1 | 102 | 1280 |
| o221ai_1 | 9 | 78.8 |
| and2_1 | 7 | 43.8 |
| a31oi_1 | 12 | 75.1 |
| buf_2 | 9 | 45.0 |
-- worst paths after layout --
kind | endpoint | cells past startpoint | start
setup / recovery | zero | 15 | a[5]
hold / removal | out[0] | 5 | a[0]
-- cell type report --
type | count | area (µm²) | area share, %
timing repair buffer | 107 | 1060 | 15.9
tap | 176 | 220 | 3.31
inverter | 103 | 387 | 5.81
multi-input combinational | 710 | 4990 | 75.0
Power and IR drop assume default switching activity.
